==> design.v <==
module datapath(
  input clk, rst,
  input [31:0] i1,
  input [31:0] i2,
  input [31:0] i3,
  input [3:0] alu1_sel1,
  input [3:0] alu1_sel2,
  input [3:0] log1_sel1,
  input [3:0] log1_sel2,
  input [3:0] mul1_sel1,
  input [3:0] mul1_sel2,
  input alu1_op,
  input [1:0] log1_op,
  input mul1_op,
  input done_next,
  input result_en,
  input reg_alu0_en,
  input reg_alu5_en,
  input reg_log3_en,
  input reg_mul1_en,
  input reg_mul2_en,
  input reg_mul4_en,
  output reg [31:0] result,
  output reg done
);
wire [31:0] alu1_out;
wire [31:0] alu1_op1, alu1_op2;
wire [31:0] mul1_out;
wire [31:0] mul1_op1, mul1_op2;
wire [31:0] log1_out;
wire [31:0] log1_op1, log1_op2;
reg [31:0] reg_alu0;
reg [31:0] reg_alu5;
reg [31:0] reg_log3;
reg [31:0] reg_mul1;
reg [31:0] reg_mul2;
reg [31:0] reg_mul4;
reg [31:0] alu1_op1_reg;
always @(*) begin
  case (alu1_sel1)
    4'd0: alu1_op1_reg = i1;
    4'd1: alu1_op1_reg = i2;
    4'd2: alu1_op1_reg = i3;
    4'd3: alu1_op1_reg = reg_alu0;
    4'd4: alu1_op1_reg = reg_mul1;
    4'd5: alu1_op1_reg = reg_mul2;
    4'd6: alu1_op1_reg = reg_log3;
    4'd7: alu1_op1_reg = reg_mul4;
    4'd8: alu1_op1_reg = reg_alu5;
    default: alu1_op1_reg = 0;
  endcase
end
assign alu1_op1 = alu1_op1_reg;
reg [31:0] alu1_op2_reg;
always @(*) begin
  case (alu1_sel2)
    4'd0: alu1_op2_reg = i1;
    4'd1: alu1_op2_reg = i2;
    4'd2: alu1_op2_reg = i3;
    4'd3: alu1_op2_reg = reg_alu0;
    4'd4: alu1_op2_reg = reg_mul1;
    4'd5: alu1_op2_reg = reg_mul2;
    4'd6: alu1_op2_reg = reg_log3;
    4'd7: alu1_op2_reg = reg_mul4;
    4'd8: alu1_op2_reg = reg_alu5;
    default: alu1_op2_reg = 0;
  endcase
end
assign alu1_op2 = alu1_op2_reg;
reg [31:0] mul1_op1_reg;
always @(*) begin
  case (mul1_sel1)
    4'd0: mul1_op1_reg = i1;
    4'd1: mul1_op1_reg = i2;
    4'd2: mul1_op1_reg = i3;
    4'd3: mul1_op1_reg = reg_alu0;
    4'd4: mul1_op1_reg = reg_mul1;
    4'd5: mul1_op1_reg = reg_mul2;
    4'd6: mul1_op1_reg = reg_log3;
    4'd7: mul1_op1_reg = reg_mul4;
    4'd8: mul1_op1_reg = reg_alu5;
    default: mul1_op1_reg = 0;
  endcase
end
assign mul1_op1 = mul1_op1_reg;
reg [31:0] mul1_op2_reg;
always @(*) begin
  case (mul1_sel2)
    4'd0: mul1_op2_reg = i1;
    4'd1: mul1_op2_reg = i2;
    4'd2: mul1_op2_reg = i3;
    4'd3: mul1_op2_reg = reg_alu0;
    4'd4: mul1_op2_reg = reg_mul1;
    4'd5: mul1_op2_reg = reg_mul2;
    4'd6: mul1_op2_reg = reg_log3;
    4'd7: mul1_op2_reg = reg_mul4;
    4'd8: mul1_op2_reg = reg_alu5;
    default: mul1_op2_reg = 0;
  endcase
end
assign mul1_op2 = mul1_op2_reg;
reg [31:0] log1_op1_reg;
always @(*) begin
  case (log1_sel1)
    4'd0: log1_op1_reg = i1;
    4'd1: log1_op1_reg = i2;
    4'd2: log1_op1_reg = i3;
    4'd3: log1_op1_reg = reg_alu0;
    4'd4: log1_op1_reg = reg_mul1;
    4'd5: log1_op1_reg = reg_mul2;
    4'd6: log1_op1_reg = reg_log3;
    4'd7: log1_op1_reg = reg_mul4;
    4'd8: log1_op1_reg = reg_alu5;
    default: log1_op1_reg = 0;
  endcase
end
assign log1_op1 = log1_op1_reg;
reg [31:0] log1_op2_reg;
always @(*) begin
  case (log1_sel2)
    4'd0: log1_op2_reg = i1;
    4'd1: log1_op2_reg = i2;
    4'd2: log1_op2_reg = i3;
    4'd3: log1_op2_reg = reg_alu0;
    4'd4: log1_op2_reg = reg_mul1;
    4'd5: log1_op2_reg = reg_mul2;
    4'd6: log1_op2_reg = reg_log3;
    4'd7: log1_op2_reg = reg_mul4;
    4'd8: log1_op2_reg = reg_alu5;
    default: log1_op2_reg = 0;
  endcase
end
assign log1_op2 = log1_op2_reg;
reg [31:0] alu1_out_reg;
always @(*) begin
  case (alu1_op)
    1'b0: alu1_out_reg = alu1_op1 + alu1_op2;
    1'b1: alu1_out_reg = alu1_op1 - alu1_op2;
    default: alu1_out_reg = 0;
  endcase
end
assign alu1_out = alu1_out_reg;
reg [31:0] mul1_out_reg;
always @(*) begin
  case (mul1_op)
    1'b0: mul1_out_reg = mul1_op1 * mul1_op2;
    1'b1: mul1_out_reg = mul1_op1 / mul1_op2;
    default: mul1_out_reg = 0;
  endcase
end
assign mul1_out = mul1_out_reg;
reg [31:0] log1_out_reg;
always @(*) begin
  case (log1_op)
    2'b00: log1_out_reg = log1_op1 & log1_op2;
    2'b01: log1_out_reg = log1_op1 | log1_op2;
    2'b10: log1_out_reg = log1_op1 ^ log1_op2;
    default: log1_out_reg = 0;
  endcase
end
assign log1_out = log1_out_reg;
always @(posedge clk or posedge rst) begin
  if (rst) begin
    reg_alu0 <= 0;
    reg_alu5 <= 0;
    reg_log3 <= 0;
    reg_mul1 <= 0;
    reg_mul2 <= 0;
    reg_mul4 <= 0;
    result <= 0;
    done <= 0;
  end else begin
    done <= done_next;
    if (reg_alu0_en) reg_alu0 <= alu1_out;
    if (reg_mul1_en) reg_mul1 <= mul1_out;
    if (reg_mul2_en) reg_mul2 <= mul1_out;
    if (reg_log3_en) reg_log3 <= log1_out;
    if (reg_mul4_en) reg_mul4 <= mul1_out;
    if (reg_alu5_en) reg_alu5 <= alu1_out;
    if (result_en) result <= alu1_out;
  end
end
endmodule
==> run.sh <==
#!/bin/bash
# OpenROAD 26Q1-2900-gdf79404cd8, Yosys 0.63+post, stock flow scripts
make -C /OpenROAD-flow-scripts/flow DESIGN_CONFIG=/design/flow/config.mk WORK_HOME=/design/flow/orfs finish
==> config.mk <==
export PLATFORM = sky130hd
export DESIGN_NAME = datapath
export DESIGN_NICKNAME = datapath
export VERILOG_FILES = /design/flow/design.v
export SDC_FILE = /design/flow/constraint.sdc
export NUM_CORES = 4
export LEC_CHECK = 1
export CORE_UTILIZATION = 30
==> constraint.sdc <==
current_design datapath

set clk_period 254.7
set clk_io_pct 0.2

create_clock -name clk0 -period $clk_period [get_ports {clk}]

set non_clock_inputs [all_inputs -no_clocks]
set_input_delay [expr $clk_period * $clk_io_pct] -clock clk0 $non_clock_inputs
set_output_delay [expr $clk_period * $clk_io_pct] -clock clk0 [all_outputs]
==> run notes <==
Notes from the flow run.

Clock network:
- The run gives the CTS clock-pin slew for the worst setup and hold paths as 0.06 ns.
- The run gives the clock tree from TritonCTS as built.
- The run puts the hold buffer count at CTS at 0.
- The run gives the number of clock sinks as 225.
- Per the CTS log, the maximum H-tree level is 1.
- The run gives the number of post-CTS setup repair buffers as 0.
- The run gives the post-cts sizing count as 0.
- The run gives the number of clock buffers inserted by TritonCTS as 26.
- The run gives the deepest clock path buffer count as 3.
- The run puts the clock latency reported for the late side of the worst-skew pair at 0.62 ns.
- The cell sitting at the root of the clock tree is a clkbuf_16.

Place:
- The buffer_ports step reported a buffer count of 166.
- The run puts the HPWL after detailed placement at 235.2 mm.
- The run gives the number of placed instances, taps included as 11790.
- At the end of routability-driven placement, the weighted congestion stood at 1.043.

Route:
- After detailed routing, the number of vias per cell comes to 6.027.
- In this run, the number of DRC markers left after iteration 0 of detailed routing was 7749.
- After detailed routing, the number of remaining DRC violations is 0.
- In this run the remaining antenna-violating nets after routing total 0.
- The run puts the average routed wire per standard cell at 26.26 um.
- The run puts the total detailed-routing wirelength at 311.1 mm.
- The run gives the detailed-routing iteration count for the pre-antenna-repair pass as 9.
- The run gives the detailed-route via count as 71393.

Flow run:
- Max-cap violations in this run came to 0.
- Warnings raised by the tools during the run amount to 62.

Yosys:
- Per the synthesis report, the dominant area consumer among library cells is ha_1.
- The run gives the count of state elements after synthesis as 225.
- The run gives the synthesized area per cell as 7.594 um^2.
- The run puts the sequential cell area fraction in the yosys report at 0.08370.
- The run gives the summed instance area of the synthesized netlist as 67270 um^2.
- The run gives the most used flip-flop cell as dfrtp_1.
- The synthesized netlist handed to floorplanning was reported with a cell count of 8858.
- The run gives the share of synthesized registers carrying an async set or reset as 1.000.
- The run gives the number of enable-type register cells in the synthesized netlist as 0.
- The main area contributors are ha_1 14%, fa_1 12%, dfrtp_1 8.4%, nand2_1 5.3%, a21oi_1 4.3%.
- The run gives the post-synthesis cell count from yosys as 8858.
- The run gives the number of distinct library cell variants in the gate-level netlist after synthesis as 111.
- Yosys reports that the most numerous cell types are 944 x nand2_1, 775 x inv_1, 773 x nor2_1.
- The run gives the post-synthesis cell type with the largest instance count as nand2_1.
- Warnings reported by Yosys during synthesis add up to 1.
- The run puts the top-area cell type share of the netlist area at 0.1399.
- The run gives the area of the synthesized netlist per yosys stat as 67270 um^2.

Die:
- The run gives the number of primary I/O pins as 167.
- Measured along the y axis, the die boundary spans 475.5 um.
- The floorplan has 173 rows.
- The run gives the fraction of the core area occupied by cells at floorplan as 0.3023.
- The run puts the horizontal die dimension at 475.5 um.
- The run gives the area inside the core boundary as 222500 um^2.
- The run gives the floorplan die area as 226100 um^2.

STA:
- The run puts the timing-limited maximum frequency at 7.046 MHz.
- The run gives the share of the clock period used by the worst path as 0.5572.
- The run gives the number of max-slew violations in the final report as 0.
- The worst path needs 141.93 ns of the cycle, external delays included.
- The run gives the slew at the pin closest to its max-slew limit as 1.392 ns.
- Setup repair after global routing left no endpoint under its margin.
- The run puts the final setup skew at 0.03160 ns.
- Checking max transition, the worst relative margin is 0.06488.
- The run puts the setup violation total in the final timing report at 0.
- Hold is met by 0.5036 ns.
- The run gives the total count of hold-check failures in the final report as 0.
- The run gives the total negative setup slack as 0 ns.

Critical path:
- The run gives the worst-path cell with the longest stage delay as a311oi_1.
- STA classifies the critical path startpoint as an input port.
- The timing report shows the most common cell along the critical path to be ha_1.
- The setup path with the least slack is of type in2reg.
- STA classifies the critical path endpoint as a register.
- The run puts the worst endpoint required time at 255.18 ns.
- For the worst setup path, the data arrival time is 142.42 ns.
- The run puts the critical-path maximum fanout at 77.
- The run gives the maximum single-stage delay on the critical path as 0.88 ns.

Final layout:
- The run gives the layout overhead on the synthesized area as 9.922%.
- The final layout report lists a filler cell count of 23067.
- The final report lists a non-filler cell total of 11846.
- The run puts the total area of sequential cells at 5630 um^2.
- The run puts the area of combinational cells with multiple inputs at 57170 um^2.
- The run gives the core occupancy in the finished layout as 0.3323.
- Per the final layout report, the fraction of cells sized above drive strength 1 comes to 0.08022.

Outcome:
- The flow ran to the end, and the final reports show no timing, DRC or antenna violations.

GRT:
- Entering global routing, the biggest net connects 85 pins.
- Overall routing resource usage recorded by global route was 0.2748.
- The initial antenna violation count was 5.
- The run puts the global-route wire length before repair at 454.0 mm.
- The run gives the via count of the first global-routing pass as 67959.
- The run puts the overall overflow remaining after global route at 0.

Min path:
- The tightest min-delay check is of the reg2reg type.
per-stage QoR:
stage / area [um^2] / setup WS, ns
floorplan: 67270 / 124.60
global placement: 73040 / 115.12
detailed placement: 73040 / 113.96
CTS: 73920 / 114.11
global route: 73930 / 105.84
finish: 73940 / 112.77
cell type report:
type | count | area share
antenna | 8 | 0.0002708
clock buffer | 34 | 0.009899
clock inverter | 14 | 0.002048
inverter | 781 | 0.03975
multi-input combinational | 7379 | 0.7732
sequential | 225 | 0.07615
tap | 2975 | 0.05034
timing repair buffer | 430 | 0.04830
placed cells by master, fill, tap and decap left out, drive strengths merged, types with 107 or more instances in the layout:
cell	n
and3	107
ha	752
xnor2	300
xor2	136
clkdlybuf4s50	150
buf	280
fa	409
o21a	176
nor3	213
nor2	775
nand3	158
inv	783
nand2	944
dfrtp	225
o21ai	294
a22oi	385
a21oi	583
mux2	190
mux2i	172
a21o	163
final timing paths:
kind,end,slack [ns],cells past startpoint,start
max in group asynchronous,reg_mul1[10],202.59,3,rst
hold reg to reg,result[24],0.50,1,result[24]
hold / removal,result[24],0.50,1,result[24]
min in group asynchronous,result[22],50.84,2,rst
setup reg to reg,reg_mul1[0],163.85,348,reg_mul2[23]
setup / recovery,reg_mul1[0],112.77,352,mul1_sel2[1]
worst max-delay path, delay by kind of cell:
kind	cells	cell delay (ns)
adders and majority gates	31	9.58
and+or+nand+nor	93	23.15
AOI/OAI and AO/OA	180	45.24
buffers and inverters	37	9.00
muxes	11	4.13
metal layers:
| metal | GRT usage | up-vias | routed length, um |
|---|---|---|---|
| met5 | 0.001919 | - | 60 |
| met4 | 0.1060 | 4 | 15520 |
| met3 | 0.09094 | 885 | 35830 |
| met2 | 0.4040 | 4323 | 130700 |
| met1 | 0.3746 | 34209 | 129000 |
| li1 | - | 31972 | - |
logic make-up (layout without fill, tap and decap cells):
family / count (synthesis) / in the layout / share of synthesized area
simple gates: 2888 / 2888 / 0.2054
buf+inv: 1254 / 1259 / 0.07150
mux: 366 / 366 / 0.05874
compound gates: 2528 / 2528 / 0.2623
other cells: 0 / 8 / 0
fa+ha+maj: 1161 / 1161 / 0.2616
xor+xnor: 436 / 436 / 0.05677
flops: 225 / 225 / 0.08370
flip-flops by register name, summed over array words and instances (netlist names):
| name | count |
|---|---|
| done | 1 |
| reg_alu0 | 32 |
| reg_alu5 | 32 |
| reg_log3 | 32 |
| reg_mul1 | 32 |
| reg_mul2 | 32 |
| reg_mul4 | 32 |
| result | 32 |
