**design/flow/design.v**
```verilog
module controller(
  input clk, rst, start,
  output reg op_ready,
  output reg [3:0] alu1_sel1, alu1_sel2, log1_sel1, log1_sel2, mul1_sel1, mul1_sel2,
  output reg alu1_op,
  output reg [1:0] log1_op,
  output reg mul1_op,
  output reg done_next, result_en,
  output reg reg_alu0_en, reg_alu5_en, reg_log3_en, reg_mul1_en, reg_mul2_en, reg_mul4_en
);
reg [2:0] state, next_state;
localparam S_IDLE = 0, S_DONE = 5;
localparam S_CYCLE_1 = 1;
localparam S_CYCLE_2 = 2;
localparam S_CYCLE_3 = 3;
localparam S_CYCLE_4 = 4;
always @(posedge clk or posedge rst) begin
  if (rst) state <= S_IDLE;
  else state <= next_state;
end
always @(*) begin
  op_ready = 1'b0;
  next_state = state;
  reg_alu0_en = 0;
  reg_mul1_en = 0;
  reg_mul2_en = 0;
  reg_log3_en = 0;
  reg_mul4_en = 0;
  reg_alu5_en = 0;
  alu1_sel1 = 0;
  alu1_sel2 = 0;
  mul1_sel1 = 0;
  mul1_sel2 = 0;
  log1_sel1 = 0;
  log1_sel2 = 0;
  alu1_op = 0;
  mul1_op = 0;
  log1_op = 0;
  result_en = 0;
  done_next = 0;
  case (state)
    S_IDLE: begin
      op_ready = 1'b1;
      if (start) next_state = S_CYCLE_1;
    end
    S_CYCLE_1: begin
      alu1_op = 1'b0;
      alu1_sel1 = 0;
      alu1_sel2 = 1;
      reg_alu0_en = 1'b1;
      mul1_op = 1'b1;
      mul1_sel1 = 0;
      mul1_sel2 = 2;
      reg_mul1_en = 1'b1;
      log1_op = 2'b00;
      log1_sel1 = 1;
      log1_sel2 = 2;
      reg_log3_en = 1'b1;
      next_state = S_CYCLE_2;
    end
    S_CYCLE_2: begin
      mul1_op = 1'b0;
      mul1_sel1 = 3;
      mul1_sel2 = 4;
      reg_mul2_en = 1'b1;
      next_state = S_CYCLE_3;
    end
    S_CYCLE_3: begin
      mul1_op = 1'b0;
      mul1_sel1 = 6;
      mul1_sel2 = 0;
      reg_mul4_en = 1'b1;
      next_state = S_CYCLE_4;
    end
    S_CYCLE_4: begin
      alu1_op = 1'b0;
      alu1_sel1 = 5;
      alu1_sel2 = 7;
      reg_alu5_en = 1'b1;
      result_en = 1'b1;
      next_state = S_DONE;
    end
    S_DONE: begin
      done_next = 1'b1;
      next_state = S_IDLE;
    end
  endcase
end
endmodule
```
**design/flow/run.sh**
```bash
#!/bin/bash
# OpenROAD 26Q1-2900-gdf79404cd8, Yosys 0.63+post, stock flow scripts
make -C /OpenROAD-flow-scripts/flow DESIGN_CONFIG=/design/flow/config.mk WORK_HOME=/design/flow/orfs finish
```
**design/flow/config.mk**
```make
export PLATFORM = sky130hd
export DESIGN_NAME = controller
export DESIGN_NICKNAME = controller
export VERILOG_FILES = /design/flow/design.v
export SDC_FILE = /design/flow/constraint.sdc
export NUM_CORES = 4
export LEC_CHECK = 1
export CORE_AREA = 10 10 70 70
export DIE_AREA = 0 0 80 80
```
**design/flow/constraint.sdc**
```tcl
current_design controller

set clk_period 1.1
set clk_io_pct 0.2

create_clock -name clk0 -period $clk_period [get_ports {clk}]

set non_clock_inputs [all_inputs -no_clocks]
set_input_delay [expr $clk_period * $clk_io_pct] -clock clk0 $non_clock_inputs
set_output_delay [expr $clk_period * $clk_io_pct] -clock clk0 [all_outputs]
```
==> run summary <==
Implementation run completed; key figures follow.

Synth:
- The run puts the average footprint of a synthesized cell at 9.24 um2.
- The run puts the count of library flops with an enable pin at 0.
- The run gives the dominant register cell in the synthesized netlist as dfrtp_1.
- After synthesis, the share of flip-flops with an asynchronous set or reset is 1.00.
- The run puts the portion of synthesized cell area occupied by the leading cell type at 0.465.
- The run puts the number of register bits inferred by synthesis at 6.
- In the synthesis report, Yosys lists the chip area as 388 um2.
- The share of the Yosys chip area taken by registers is 0.390.
- The run puts the netlist area before placement at 388 um2.
- The run puts the synthesized netlist cell count at 42.
- Per the synthesis report, the dominant area consumer among library cells is buf_4.
- The run gives the library cell with the highest instance count after synthesis as buf_4.
- The run puts the count of different cell masters after synthesis at 9.
- Yosys attributes the largest share of cell area to buf_4 46%, dfrtp_1 32%, dfstp_2 6.8%, clkbuf_1 4.8%, or2_1 3.2%.
- For this design, Yosys synthesis ends with a cell count of 42.
- The commonest cells after synthesis are 24 x buf_4, 5 x clkbuf_1, 5 x dfrtp_1.
- The run puts the number of warnings issued by yosys at 1.

Final layout:
- The run puts the flip-flop and latch area at 151 um2.
- The run gives the growth of design area from synthesis to finish as 82.9%.
- The registers reported with the highest flop counts are state: 6 flops.
- The run gives the flip-flop count of the largest register after layout as 6.
- The run gives the largest register by flop count as state.
- The run gives the area taken by multi-input logic gates as 82.6 um2.
- The run gives the filler cell count as 355.
- The run puts the layout cell share with drive strength beyond 1 at 0.571.
- The run puts the total non-filler cell area in the finished layout at 709 um2.

Detailed routing:
- The run puts the met3 wire length at 187 um.
- The run gives the total DRC errors in the routed layout as 0.
- The run gives the average wire length per cell after detail routing as 10.1 um.
- The run gives the highest signal layer in the routed design as met4.
- The run puts the detailed-route vias per instance at 2.68.
- The run gives the detailed-routing iteration count for the pre-antenna-repair pass as 1.
- The detail route stage leaves a number of antenna-violating nets equal to 0.
- Summed over all nets, wire length on met2 after detailed routing comes to 499 um.
- Detailed-route iteration 0 reported a violation count of 0.
- The detailed router reported a total wirelength of 1170 um.
- The run gives the post-route met1 wirelength as 462 um.
- The repair_antennas step left the layout with diodes totalling 0.
- The run gives the total number of vias as 311.

Critical path:
- The run gives the top cell family by delay on the critical path as flip-flops.
- The run puts the critical path arrival at 1.08 ns.
- The run puts the number of cells on the worst reg-to-reg path at 3.
- The run puts the combined buffer and inverter count along the critical path at 2.
- The run puts the setup slack of the worst register-to-register path at 0.27 ns.
- The run gives the required time reported for the critical path endpoint as 0.88 ns.
- Per STA, the worst path is made up of buf_6 -> or2_1 -> buf_2.
- Looking at the setup timing report, the critical path kind is reg2out.
- The run gives the cell count along the critical path as 3.
- The run gives the stage delay of the slowest cell on the critical path as 0.39 ns.
- The slowest stage of the critical path belongs to the cell dfrtp_1.
- The run gives the largest fanout on the critical path as 2.
- The worst setup path is captured at an output pin.
- The worst setup path is launched from a flip-flop.

Pwr:
- The run puts the areal power density over the cells at 646 nW/um2.
- The run gives the worst-case vdd ir drop as 0.156 mV.
- The run puts the clock network power share at 0.483.
- Of the total power, combinational logic draws 0.034.
- Of the total power, registers draw 0.484.
- The run puts the leakage power figure at 0.411 nW.
- The run puts the switching share of power at 0.201.
- In this run the power spent charging and discharging nets is 0.0000921 W.
- The run puts the design internal power at 0.000366 W.

STA:
- The run puts the clock skew at 0.0107 ns.
- The run gives the number of hold violations in the final report as 0.
- The run gives the final-report max-slew violation count as 0.
- The run puts the final setup violation count at 13.
- The worst path in the final design needs a cycle of 1.30 ns, including I/O delays and setup.
- The run puts the final-layout setup total negative slack at -1.33 ns.
- The run gives the share of the clock period used by the worst path as 1.18.
- In this build the clock could be raised as far as 0.769 GHz.
- Setup repair after global routing could not meet its margin everywhere.
- The final timing report gives a worst setup slack of -0.200 ns.

Worst hold path:
- The most critical min-delay path falls under in2async.

Placement:
- The placement report lists the number of port buffers as 24.
- Detailed placement ended at an HPWL of 833 um.
- The run gives the placed cell area as 577 um2.
- The run puts the global placement routability congestion at 0.710.

Job:
- The run puts the count of warning messages emitted by the tools at 27.
- Max-cap violations in this run came to 0.

Status:
- The run finished, with violations left.
- The final reports fail on setup timing.

Floorplan:
- The run gives the placement row count as 21.
- The run puts the vertical extent of the die at 80 um.
- The run gives the standard cell core area as 3420 um2.
- The run puts the top-level I/O count at 40.
- At the floorplan stage, the core utilization is reported as 0.114.
- The horizontal die dimension reported for this design is 80 um.
- The run gives the area of the chip as 6400 um2.

Clock network:
- The run gives the H-tree depth as 1.
- The clock passes through at most 2 buffers.
- The run puts the clock latency reported for the late side of the worst-skew pair at 0.25 ns.
- The run puts the clock sink count at 6.
- After clock tree synthesis, the clock-pin slew on the worst setup and hold paths is 0.05 ns.
- The run gives the hold buffer count at cts as 0.
- Looking at the clock tree report, the root buffer type is clkbuf_4.
- The run gives the TritonCTS buffer count as 3.
- TritonCTS built the clock tree.

Global route:
- Entering global routing, the biggest net connects 7 pins.
- The run puts the number of global-route vias before repair at 343.
- The run gives the total global routing track utilization as 0.0302.
- The run gives the number of antenna violations at the first check in global routing as 0.
- The run gives the global-route wire length before repair as 1620 um.
- The run puts the total congestion overflow at 0.
-- logic make-up after synthesis --
group / after synthesis / share of synthesized area
AOI/OAI and AO/OA: 1 / 0.0194
buffers and inverters: 31 / 0.532
DFF: 6 / 0.390
other: 1 / 0.00967
and+or+nand+nor: 3 / 0.0484
-- repair_timing --
action / in CTS / in global routing
pin swaps: 1 / 0
endpoints found under the setup margin: 22 / 19
gates resized: 89 / 1
gates cloned: 0 / 0
buffers inserted: 9 / 1
-- power by group through the flow --
stage	logic [W]	clock network (W)	registers, W
after CTS	0.0000174	0.000227	0.000222
after global routing	0.0000211	0.000236	0.000221
final	0.0000154	0.000221	0.000222
-- cell type report --
| cell class | instances | area share |
|---|---|---|
| repair buffers | 39 | 0.541 |
| flip-flops and latches | 6 | 0.213 |
| multi-input cells | 19 | 0.116 |
| well taps | 46 | 0.0811 |
| clock buffers | 4 | 0.0370 |
| inverters | 2 | 0.0106 |
-- worst paths after layout --
check | startpoint | end
max | state[1]$_DFF_PP0_ | alu1_sel2[0]
min | rst | state[2]$_DFF_PP0_
max reg2reg | state[5]$_DFF_PP0_ | state[1]$_DFF_PP0_
min reg2reg | state[2]$_DFF_PP0_ | state[5]$_DFF_PP0_
max in group asynchronous | rst | state[0]$_DFF_PP1_
min in group clk0 | state[2]$_DFF_PP0_ | state[5]$_DFF_PP0_
-- through the flow --
step / total power, W / util / hold slack [ns] / cells / setup WS [ns]
6_report: 0.000458 / 0.208 / 0.188 / 116 / -0.200
5_1_grt: 0.000479 / 0.208 / 0.245 / 116 / -0.241
4_1_cts: 0.000466 / 0.204 / 0.185 / 115 / -0.206
3_5_place_dp: 0.000242 / 0.169 / 0.401 / 102 / -0.127
3_3_place_gp: 0.000243 / 0.169 / 0.402 / 102 / -0.123
2_1_floorplan: 0.000267 / - / 0.0102 / 56 / 0.262
-- per-layer routing --
metal  track usage  up-vias
li1              -      135
met1        0.0350      139
met2        0.0457       33
met3        0.0170        4
met4        0.0106        0
met5             0        -
-- placed cells by master (no fill, tap or decap) --
cell,Yosys,routed
a21o_1,1,1
and2_1,1,1
buf_2,0,5
buf_4,24,5
buf_6,0,26
clkbuf_1,5,1
clkbuf_4,0,3
clkdlybuf4s50_1,0,2
conb_1,1,15
dfrtp_1,5,5
dfstp_2,1,1
dlygate4sd2_1,0,1
inv_1,2,2
or2_1,2,2
No activity file was given, so power comes from the tool's default toggle rates.
